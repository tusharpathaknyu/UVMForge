`flow/design.v`:
```
module apb_register_block #(
    parameter ADDR_WIDTH = 8,
    parameter DATA_WIDTH = 32
)(
    input  logic                    clk,
    input  logic                    rst_n,
    input  logic [ADDR_WIDTH-1:0]   paddr,
    input  logic                    psel,
    input  logic                    penable,
    input  logic                    pwrite,
    input  logic [DATA_WIDTH-1:0]   pwdata,
    output logic [DATA_WIDTH-1:0]   prdata,
    output logic                    pready,
    output logic                    pslverr
);
    localparam ADDR_STATUS  = 8'h00;
    localparam ADDR_CONTROL = 8'h04;
    localparam ADDR_DATA    = 8'h08;
    localparam ADDR_CONFIG  = 8'h0C;
    logic [DATA_WIDTH-1:0] reg_status;    
    logic [DATA_WIDTH-1:0] reg_control;   
    logic [DATA_WIDTH-1:0] reg_data;      
    logic [DATA_WIDTH-1:0] reg_config;    
    typedef enum logic [1:0] {
        IDLE   = 2'b00,
        SETUP  = 2'b01,
        ACCESS = 2'b10
    } apb_state_e;
    apb_state_e state, next_state;
    always_ff @(posedge clk or negedge rst_n) begin
        if (!rst_n)
            state <= IDLE;
        else
            state <= next_state;
    end
    always_comb begin
        next_state = state;
        case (state)
            IDLE: begin
                if (psel && !penable)
                    next_state = SETUP;
            end
            SETUP: begin
                if (psel && penable)
                    next_state = ACCESS;
                else
                    next_state = IDLE;
            end
            ACCESS: begin
                next_state = IDLE;
            end
            default: next_state = IDLE;
        endcase
    end
    always_ff @(posedge clk or negedge rst_n) begin
        if (!rst_n) begin
            reg_control <= '0;
            reg_data    <= '0;
            reg_config  <= '0;
        end
        else if (psel && penable && pwrite) begin
            case (paddr)
                ADDR_CONTROL: reg_control <= pwdata;
                ADDR_DATA:    reg_data    <= pwdata;
                ADDR_CONFIG:  reg_config  <= pwdata;
            endcase
        end
    end
    always_comb begin
        prdata = '0;
        if (psel && !pwrite) begin
            case (paddr)
                ADDR_STATUS:  prdata = reg_status;
                ADDR_CONTROL: prdata = reg_control;
                ADDR_DATA:    prdata = reg_data;
                ADDR_CONFIG:  prdata = reg_config;
                default:      prdata = '0;
            endcase
        end
    end
    always_ff @(posedge clk or negedge rst_n) begin
        if (!rst_n)
            reg_status <= 32'h0000_0001;   
        else begin
            reg_status[0] <= 1'b1;                     
            reg_status[1] <= (reg_data != '0);         
            reg_status[7:2] <= '0;
            reg_status[31:8] <= reg_config[31:8];      
        end
    end
    assign pready  = 1'b1;   
    assign pslverr = 1'b0;   
endmodule : apb_register_block
```
`flow/run.sh`:
```
#!/bin/bash
# OpenROAD 26Q1-2900-gdf79404cd8, Yosys 0.63+post, stock flow scripts
make -C /OpenROAD-flow-scripts/flow DESIGN_CONFIG=/design/flow/config.mk WORK_HOME=/design/flow/orfs finish
```
`flow/config.mk`:
```
export PLATFORM = sky130hd
export DESIGN_NAME = apb_register_block
export DESIGN_NICKNAME = apb_register_block
export VERILOG_FILES = /design/flow/design.v
export SDC_FILE = /design/flow/constraint.sdc
export NUM_CORES = 4
export LEC_CHECK = 1
export CORE_UTILIZATION = 30
```
`flow/constraint.sdc`:
```
current_design apb_register_block

set clk_period 23.5
set clk_io_pct 0.2

create_clock -name clk0 -period $clk_period [get_ports {clk}]

set non_clock_inputs [all_inputs -no_clocks]
set_input_delay [expr $clk_period * $clk_io_pct] -clock clk0 $non_clock_inputs
set_output_delay [expr $clk_period * $clk_io_pct] -clock clk0 [all_outputs]
```
==> flow_summary_export.csv <==
group,metric,value,unit
global_route,overflow,0,
clock_tree,path_clk_slew,0.05,ns
sta,timing.fmax,0.0820,GHz
sta,finalClockPeriodUsage,51.9,%
layout,syn_to_final_growth,29.6,%
sta,setup-tns-final,0,ns
power,power.leakage,3.24,nW
route,drtIter0Drc,149,
worst_setup_path,cp-end-kind,"output pin",
global_route,first_global_vias,3410,
route,wirelength_met1,5590,µm
synth,yosys.stat.chipArea,5390,µm²
synth,postSynthAreaPerCell,16.0,µm²
synth,synth_area,5390,µm²
floorplanning,fp.coreArea,17400,µm²
sta,finalHoldViolations,0,
route,finalWirelength,11900,µm
clock_tree,clk_latency,0.40,ns
synth,synthCells,336,
route,ant_nets,0,
worst_setup_path,worstRegToRegCells,3,
placed_design,dp_hpwl,7520,µm
clock_tree,numCtsBuffers,17,
route,dr_total_vias,3067,
sta,setup_slack,11.30,ns
layout,final_common_cell,"dfrtp_1",
route,wl_per_cell,18.3,µm
clock_tree,clock-root-buffer,"clkbuf_16",
global_route,grt_usage,14.5,%
clock_tree,post-cts-setup-buffers,0,
floorplanning,chipArea,18500,µm²
floorplanning,io_pins,79,
route,drc_errors,0,
power,ir_worst_vdd,48.6,µV
synth,synth_seq_share,56.2,%
flow_run,stage_log_warnings,25,
clock_tree,cts_hold_buf,0,
placed_design,numPortBuffers,76,
route,antennaDiodeCount,0,
worst_setup_path,cp_max_fo,23,
synth,yosys_warnings,1,
layout,lay_top_cells,"dfrtp_1, clkdlybuf4s50_1, mux2_2",
synth,yosysUniqueCellTypes,27,
min_path,min_path_cells,0,
global_route,grt_max_degree,65,
route,met2_length,5460,µm
route,wl_met3,772,µm
clock_tree,h-tree-depth,4,
synth,ys.flops,121,
sta,rsz0062_at_grt,"false",
layout,drive_gt1_share,39.5,%
synth,yosys_cells,336,
floorplanning,row_count,48,
worst_setup_path,cp.arrival,7.50,ns
route,viasPerCell,4.70,
route,drt_first_pass_iters,4,
clock_tree,cts.path.max_buffers,2,
status,status,"finished clean",
sta,max_slew_margin,45.7,%
global_route,antenna_found_initial,0,
floorplanning,die_x,136,µm
worst_setup_path,critPathLaunchType,"primary input",
route,highest-signal-layer,"met4",
layout,finalNonFillerCells,653,
worst_setup_path,path_class,"primary input to output pin",
sta,setup_viol_count_final,0,
flow_run,cap_violations,0,
sta,min_period,12.20,ns
sta,skew,0.00464,ns
placed_design,dp.cells,621,
global_route,grt_pass1_wl,19600,µm
sta,tightestPinTransition,0.815,ns
sta,hold_ws,0.390,ns
clock_tree,cts_tree,"done",
placed_design,gp_congestion,0.730,
power,p_per_area,72.5,nW/µm²
floorplanning,fp-utilization,31.0,%
min_path,worstHoldPathType,"flip-flop to flip-flop",
worst_setup_path,cp.required,18.80,ns
clock_tree,cts-resized-gates,0,
floorplanning,die-height,136,µm
clock_tree,clock_sinks,121,
sta,slew_violations,0,
placed_design,place_ws,11.25,ns
path summary, 6_finish.rpt:
path / from / to / slack (ns)
hold / removal: reg_config[10] / reg_status[10] / 0.39
setup / recovery: paddr[7] / prdata[0] / 11.30
max in group asynchronous: rst_n / reg_data[14] / 17.87
min in group asynchronous: rst_n / reg_status[16] / 4.37
hold reg to reg: reg_config[10] / reg_status[10] / 0.39
setup reg to reg: reg_data[29] / reg_status[1] / 21.97
area by class of cell:
type	instances	area [µm²]
clock buffer	25	505
clock inverter	7	113
fill	1577	10400
inverter	1	3.75
multi-input combinational	190	2250
sequential	121	3030
tap	225	282
timing repair buffer	84	808
power breakdown:
group	internal, mW	switching [mW]	leakage, nW	total (mW)
sequential	0.212	0.00193	1.68	0.214
clock	0.180	0.0860	0.303	0.266
combinational	0.0135	0.0128	1.26	0.0263
cell usage after synthesis (all sizes together):
library cell	count	area, µm²
or4	2	18.8
nand2b	2	12.5
dfrtp	121	3030
a22oi	6	45.0
conb	2	7.51
nand2	1	3.75
buf	17	103
or4b	1	10.0
clkbuf	7	26.3
nor2b	26	163
or2	2	12.5
inv	1	3.75
nor4	10	75.1
a221oi	1	8.76
mux2	102	1260
nand4	2	12.5
nand3	1	5.00
mux2i	1	10.0
mux4	25	563
nor2	6	22.5
per-stage QoR:
step,total power [mW],instance area (µm²),util (%)
floorplan,0.228,5390,-
detailed placement,0.244,6370,36.6
global route,0.526,6990,40.1
finish,0.507,6990,40.1
CTS,0.513,6990,40.1
global placement,0.244,6370,36.6
flip-flops by register name (all words and copies together), names as in the netlist:
name	flops
reg_config	32
reg_control	32
reg_data	32
reg_status	25
worst max-delay path, cell delays in order:
cell and delay, ns:
clkdlybuf4s50_1 0.40, or4_4 0.59, or4b_1 0.71, buf_4 0.33
a221oi_1 0.24, clkdlybuf4s50_1 0.51
kinds of logic after synthesis:
family / Yosys count / share of synthesized area [%]
other cells: 2 / 0.139
flops: 121 / 56.2
simple gates: 53 / 6.22
mux: 128 / 34.0
buf+inv: 25 / 2.46
compound gates: 7 / 0.998
per-layer routing:
layer  vias to the layer above  track usage, %
met5                         -               0
met4                         0            1.48
met3                         9            4.90
met2                        90            21.7
met1                      1576            22.0
li1                       1392               -
No activity file was given, so power comes from the tool's default toggle rates.
